### design/flow/config.mk
export PLATFORM = sky130hd
export DESIGN_NAME = alu
export DESIGN_NICKNAME = alu
export VERILOG_FILES = /design/flow/design.v
export SDC_FILE = /design/flow/constraint.sdc
export NUM_CORES = 4
export LEC_CHECK = 1
export CORE_UTILIZATION = 30
### design/flow/constraint.sdc
current_design alu

set clk_period 327.3
set clk_io_pct 0.2

create_clock -name clk0 -period $clk_period

set non_clock_inputs [all_inputs -no_clocks]
set_input_delay [expr $clk_period * $clk_io_pct] -clock clk0 $non_clock_inputs
set_output_delay [expr $clk_period * $clk_io_pct] -clock clk0 [all_outputs]
### design/flow/design.v
`timescale 1ns/1ns
module alu (
	input [31:0] A, B,
	input [2:0] SEL,
	output reg [31:0] R,
	output reg ZF
);
	always @(*) begin
		case (SEL)
			3'd0: R <= A + B;
			3'd1: R <= A - B;
			3'd2: R <= A & B;
			3'd3: R <= A | B;
			3'd4: R <= (A < B) ? 32'd1 : 32'd0;
			3'd5: R <= A * B;
			3'd6: R <= A / B;
			3'd7: R <= B << 0;
		endcase
		ZF <= (R) ? 0 : 1;
	end
endmodule  
### design/flow/run.sh
#!/bin/bash
# OpenROAD 26Q1-2900-gdf79404cd8, Yosys 0.63+post, stock flow scripts
make -C /OpenROAD-flow-scripts/flow DESIGN_CONFIG=/design/flow/config.mk WORK_HOME=/design/flow/orfs finish
==> results_slide.txt <==
Implementation Results

Layout
  – CLK BUF: 0
  – Final instance area: 54900 um2
  – Share of layout cells above drive strength 1: 6.72%
  – # fillers: 17837
  – Layout Area Growth over Synthesis: 9.51%
  – Flops: 0
  – Register area: 0 um2

Flow run
  – MaxCap Viol Count: 0
  – Count of tool warnings: 100

Yosys
  – Syn_area_per_cell: 7.12 um2
  – Mapped Cells: 7044
  – Seq share, synth: 0%
  – Synth warn: 1
  – Cell Type Count: 92
  – Post-synthesis cell area: 50200 um2
  – Biggest area cells: ha_1 (19%), fa_1 (16%), nand2_1 (6.6%)
  – Yosys stat chip area: 50200 um2
  – Yosys top cell by area: ha_1
  – Synth cell count leaders: nand2_1 (887), ha_1 (750), inv_1 (706), nor2_1 (670), a21oi_1 (497)
  – Yosys cell count: 7044
  – Area leader share: 18.7%
  – Synth top cell by count: nand2_1

Floorplan
  – FP Rows: 149
  – Die height: 411 um
  – Die area: 169000 um2
  – Die X: 411 um
  – Init Core Util: 30.3%
  – # IOs: 100
  – Core Area: 166000 um2

Power and ir drop
  – Power Density: 10.3 nW/um2
  – Max VDD drop: 0.0262 mV
  – P_leak: 25.7 nW
  – Sw Share: 61.7%
  – Internal power: 0.215 mW
  – Sw Pwr: 0.348 mW
  – Clk pwr share: 0%
  – Total power: 0.563 mW
  – Logic pwr share: 100.0%
  – Part of the power in registers: 0%

Setup path
  – Crit-path max FO: 38
  – Critical path's largest stage delay: 1.05 ns
  – Worst endpoint data arrival time: 156.87 ns
  – Startpoint Class: primary input
  – CP max stage cell: o21ai_0
  – Crit path DRT: 261.84 ns
  – Crit path top cell by count: ha_1
  – Worst Setup End Kind: output port
  – Critical path type: in -> out

Place
  – Post-Place Cell Area: 54900 um2
  – Port-buffer cells: 100
  – Dpl hpwl: 240000 um
  – Placer Congestion: 1.09
  – Setup WS pre-CTS: 107.75 ns

Routing
  – Post-DR wirelength/cell: 31.9 um
  – Antenna violation net count after detailed routing: 0
  – Via count: 55580
  – Vias per cell: 5.96
  – DRC viols: 0
  – DR iter-0 viols: 5053
  – WL final: 297000 um
  – First drt pass iteration count: 6

Timing
  – Least-Margin Pin Slew: 1.33 ns
  – PnR worst setup slack: 104.97 ns
  – Max Slew Vio Count: 0
  – Final period util: 67.9%
  – Setup violators final: 0
  – Peak Freq: 4.50 MHz
  – Unrepaired setup endpoints after global routing: false
  – Final Hold Viols: 0
  – Post-Route Setup TNS: 0 ns
  – Minimum clock period: 222.33 ns
  – Slew HR: 11.2%

Global routing
  – Global-route wire length before repair: 412000 um
  – Largest net degree at the start of global routing: 48
  – Remaining global-route overflow: 0
  – Initial antenna violation count: 41
  – Via count of the first global-routing pass: 53587
  – All-Layer GR Usage: 35.4%

Run status
  – Status: completed

Hold path
  – Worst hold endpoint: R[0]
  – Hold Path Class: in -> out
  – Min-Delay Path Depth: 6
  – Worst Hold Launch: SEL[0]

Clocking
  – Setup bufs post-CTS: 0
  – Cts repair resizes: 0
  – Post-cts hold buffer count: 0
[kinds of logic after synthesis]
logic type | synth area share, %
simple gates | 21.3
compound gates | 25.1
fa+ha+maj | 35.1
buf+inv | 7.61
xor+xnor | 8.10
mux | 2.77
[how the worst max path moves through the flow]
stage	slack [ns]	startpoint	cells after the start	to
6_report	104.97	B[16]	290	ZF
5_1_grt	100.86	B[16]	294	ZF
4_1_cts	107.48	B[16]	295	ZF
[cell type report]
| type | count | area, um2 | share of cell area (%) |
|---|---|---|---|
| antenna | 11 | 27.5 | 0.0501 |
| inverter | 714 | 2680 | 4.88 |
| multi-input combinational | 6032 | 46400 | 84.5 |
| tap | 2189 | 2740 | 4.98 |
| timing repair buffer | 377 | 3080 | 5.61 |
[worst max-delay path: cells and delay by family]
kind                     cells  cell delay (ns)
buffers and inverters       30             7.83
adder cells (fa/ha/maj)     31            10.82
multiplexers                 6             2.84
AND/OR/NAND/NOR             81            24.99
AND-OR/OR-AND              142            44.55
[cells in the final DEF (no fill, tap or decap), types with 26 or more instances in the layout]
cell,n
a211oi_1,70
a21boi_0,27
a21o_1,157
a21oi_1,497
a221oi_1,27
a31oi_1,97
and2_1,40
and3_1,50
buf_4,275
clkdlybuf4s50_1,95
fa_1,410
ha_1,750
inv_1,696
mux2_2,70
mux2i_1,51
nand2_1,887
nand2b_1,47
nand3_1,165
nand4_1,60
nor2_1,669
nor2b_1,50
nor3_1,156
nor4_1,56
o211ai_1,81
o21a_1,135
o21ai_0,341
o21bai_1,54
o221ai_1,26
o22ai_1,31
o31ai_1,50
or2_2,53
or3_1,58
xnor2_1,279
xor2_1,185
[through the flow]
| stage | hold WS [ns] | cells | util, % |
|---|---|---|---|
| after floorplan | 131.08 | 7044 | - |
| after global placement | 132.21 | 9312 | 33.2 |
| after CTS | 132.20 | 9312 | 33.2 |
| final | 132.25 | 9323 | 33.2 |
| after global routing | 132.30 | 9312 | 33.2 |
| after detailed placement | 132.20 | 9312 | 33.2 |
[layer usage]
metal / track usage, % / share of wire [%] / vias up / wire (um)
met2: 53.0 / 43 / 2877 / 128000
met3: 9.52 / 10 / 649 / 29900
met5: 0.904 / 0.10 / - / 311
met4: 17.6 / 6.5 / 16 / 19300
li1: - / - / 24957 / -
met1: 47.2 / 40 / 27081 / 120000
[power by group through the flow]
stage / Combinational (mW) / Clock, mW / Sequential, mW
CTS: 0.550 / 0 / 0
global route: 0.608 / 0 / 0
finish: 0.563 / 0.0000000113 / 0
No activity file was given, so power comes from the tool's default toggle rates.
