[./run.sh]
#!/bin/bash
# OpenROAD 26Q1-2900-gdf79404cd8, Yosys 0.63+post, stock flow scripts
make -C /OpenROAD-flow-scripts/flow DESIGN_CONFIG=/design/flow/config.mk WORK_HOME=/design/flow/orfs finish
[./config.mk]
export PLATFORM = sky130hd
export DESIGN_NAME = adder
export DESIGN_NICKNAME = adder
export VERILOG_FILES = /design/flow/design.v
export SDC_FILE = /design/flow/constraint.sdc
export NUM_CORES = 4
export LEC_CHECK = 1
export CORE_AREA = 10 10 107 107
export DIE_AREA = 0 0 117 117
[./constraint.sdc]
current_design adder

set clk_period 14.5
set clk_io_pct 0.2

create_clock -name clk0 -period $clk_period

set non_clock_inputs [all_inputs -no_clocks]
set_input_delay [expr $clk_period * $clk_io_pct] -clock clk0 $non_clock_inputs
set_output_delay [expr $clk_period * $clk_io_pct] -clock clk0 [all_outputs]
[./design.v]
`timescale 1ns/1ns
module adder (
    input [31:0] A, B,
    output [31:0] R
);
    assign R = A + B;
endmodule  
==> results.txt <==
status -> complete, no violations
Complex Gates by Area -> 39.3%
Fmax -> 114 MHz
post-CTS sizing -> 0
most used cell, CP -> clkdlybuf4s50_1
combinational share of power -> 100.0%
dpl cells -> 437
actual slew at the worst max-slew pin -> 0.564 ns
largest net degree at the start of global routing -> 11
Sum Neg Setup Slack -> 0 ns
OpenROAD warning count -> 32
final WL -> 6.29 mm
min cycle time layout -> 8.79 ns
Yosys cell types -> 50
adder share -> 23.4%
RSZ-0062 raised after global routing -> no
Rows -> 35
sw power -> 0.0547 mW
DR WL/cell -> 14.4 um
Overall Global Routing Usage -> 8.60%
Seq share, synth -> 0%
CP top delay family -> AND-OR/OR-AND gates
DP Wirelength -> 5.55 mm
final worst-path setup slack -> 5.71 ns
Port-buffer cells -> 96
Detail Route Antenna Nets -> 0
hold endpoint -> R[0]
YS chip area -> 1740 um2
register area -> 0 um2
first-pass GRT wire length -> 9.81 mm
worst vdd ir -> 0.0231 mV
DR DRC count -> 0
area fraction in mux cells -> 1.15%
main logic family after synthesis -> AND-OR/OR-AND gates
post-place setup slack -> 5.70 ns
Max-Slew Margin vs Limit -> 61.4%
Setup Buffers After CTS -> 0
die area -> 13700 um2
Initial DRC Count -> 78
Die W -> 117 um
Worst Path Required -> 11.60 ns
Finished Layout Cells -> 437
Clk pwr share -> 0%
vias in the first global route -> 2069
Max Cap Violations -> 0
Pint -> 0.0804 mW
first drt pass iteration count -> 4
share of cells above drive strength 1 -> 3.07%
die height -> 117 um
Cells after Synth -> 241
Lkg Pwr -> 1.18 nW
Worst EP arrival -> 5.89 ns
synthesized area per cell -> 7.24 um2
vias per cell -> 4.81
Final Hold Violating Endpoints -> 0
Syn-to-layout area delta -> 60.5%
crit share post-route -> 60.6%
Critical Path Slowest Stage Cell -> clkdlybuf4s50_1
Tightest Hold Check Type -> in2out
max incr delay on CP -> 0.50 ns
hold_ws -> 6.83 ns
AND/OR/NAND/NOR Cells, Area Fraction -> 18.3%
worst hold stages -> 3
IO Pins -> 96
crit path max fanout -> 4
Slew Viols, Final -> 0
CP Cell Sequence -> clkdlybuf4s50_1, ha_1, fa_1, a21o_1, a31o_2, nand3_1, o221ai_1, a311oi_1, o21bai_1, xor2_1, clkdlybuf4s50_1
Reg power frac -> 0%
final core occ -> 30.4%
hold buffers post-CTS -> 0
grt ovf -> 0
mapped cell area -> 1740 um2
Switching Fraction -> 40.5%
Worst Hold Launch -> B[0]
Worst setup SP type -> primary input
clock buffer count -> 0
initial antenna violation count -> 0
yosys xor share -> 14.1%
core area -> 9200 um2
FP Core Util -> 19.0%
crit path kind -> in2out
sequential cells -> 0
pwr dens -> 48.2 nW/um2
CP bufs+invs -> 2
count of final setup violators -> 0
Antenna diodes -> 0
# Cells Yosys -> 241
Synthesis Warnings -> 0
Vias -> 2102
Worst setup EP type -> output pin
gpl congestion -> 0.828
[synth_stat cells (3+ instances only)]
library cell | n | share of area (%)
ha_1 | 31 | 22
a21oi_1 | 29 | 8.3
a21o_1 | 19 | 8.2
nand2_1 | 18 | 3.9
xor2_1 | 15 | 7.5
o21ai_0 | 13 | 3.7
xnor2_1 | 13 | 6.5
nor2_1 | 12 | 2.6
nand3_1 | 10 | 2.9
clkbuf_1 | 8 | 1.7
nand4_1 | 8 | 2.9
inv_1 | 6 | 1.3
nor3_1 | 4 | 1.1
o21bai_1 | 4 | 1.7
a211oi_1 | 3 | 1.3
a31oi_1 | 3 | 1.1
o211ai_1 | 3 | 1.3
or2_2 | 3 | 1.1
[placed cells by master, fill, tap and decap left out, types with 2 or more instances in the layout]
cell,instances
nand2b_1,2
o311ai_1,2
a31oi_1,3
mux2i_1,2
a21o_1,19
or2_2,3
o211ai_1,3
xnor2_1,13
nand2_1,18
o21ai_0,13
xor2_1,15
nor3_1,4
o21a_1,2
a311oi_1,2
inv_1,6
a21oi_1,29
o21bai_1,4
a211oi_1,3
nand3_1,10
clkdlybuf4s50_1,96
nand4_1,8
ha_1,31
nor2_1,12
o221ai_1,2
[per-layer routing]
layer	vias up	track usage, %	wire length, um
met2	60	14.7	2820
li1	1094	-	-
met5	-	0	0
met1	948	10.8	2770
met3	0	3.20	700
met4	0	0	0
[kinds of logic after synthesis]
group                    after synthesis
AND-OR/OR-AND                         97
XOR/XNOR                              28
adder cells (fa/ha/maj)               32
buffers and inverters                 17
multiplexers                           2
AND/OR/NAND/NOR                       65
[final cells by class]
type | count | area (um2)
fill | 979 | 6400
tap | 111 | 139
multi-input combinational | 224 | 1680
inverter | 6 | 22.5
timing repair buffer | 96 | 961
[worst max path at each step]
stage                 from  cells past startpoint  slack, ns     to
after global routing  B[0]                     11       5.51  R[26]
final                 A[0]                     11       5.71  R[26]
after CTS             A[0]                     11       5.69  R[26]
[through the flow]
stage	area, um2	power (mW)
4_1_cts	2800	0.137
5_1_grt	2800	0.150
3_3_place_gp	2800	0.137
2_1_floorplan	1740	0.0641
6_report	2800	0.135
3_5_place_dp	2800	0.136
[power groups by stage]
stage / clock network (mW) / registers [mW] / logic, mW
CTS: 0 / 0 / 0.137
global route: 0 / 0 / 0.150
finish: 0 / 0 / 0.135
Power and IR drop assume default switching activity.
