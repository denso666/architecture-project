==> flow/run.sh <==
#!/bin/bash
# OpenROAD 26Q1-2900-gdf79404cd8, Yosys 0.63+post, stock flow scripts
make -C /OpenROAD-flow-scripts/flow DESIGN_CONFIG=/design/flow/config.mk WORK_HOME=/design/flow/orfs finish
==> flow/config.mk <==
export PLATFORM = sky130hd
export DESIGN_NAME = mux2_1_32b
export DESIGN_NICKNAME = mux2_1_32b
export VERILOG_FILES = /design/flow/design.v
export SDC_FILE = /design/flow/constraint.sdc
export NUM_CORES = 4
export LEC_CHECK = 1
export CORE_AREA = 10 10 71 71
export DIE_AREA = 0 0 81 81
==> flow/constraint.sdc <==
current_design mux2_1_32b

set clk_period 1.0
set clk_io_pct 0.2

create_clock -name clk0 -period $clk_period

set non_clock_inputs [all_inputs -no_clocks]
set_input_delay [expr $clk_period * $clk_io_pct] -clock clk0 $non_clock_inputs
set_output_delay [expr $clk_period * $clk_io_pct] -clock clk0 [all_outputs]
==> flow/design.v <==
`timescale 1ns/1ns
module mux2_1_32b (
	input [31:0] A, B,
	input SEL,
	output reg [31:0] R
);
	always @(*) begin
		case ( SEL )
			0: R <= A;
			1: R <= B;
		endcase
	end
endmodule  
==> flow_metrics.env <==
# implementation run metrics
export IMPL_drc=0
export IMPL_grt_use_total=0.0779
export IMPL_top_layer_used="met3"
export IMPL_slowest_delay_ns=0.29
export IMPL_synth_area_leader_cell="mux2_4"
export IMPL_setup_ws_ns=-0.179
export IMPL_synth_top_area_share=0.828
export IMPL_violations="negative setup slack"
export IMPL_ys_types=4
export IMPL_p_per_area_mw_per_mm2=392
export IMPL_slowest_stage="mux2_4"
export IMPL_overflow=0
export IMPL_die_w_microns=81
export IMPL_met3WireLength_microns=350
export IMPL_log_warning_count=34
export IMPL_antenna_found_initial=0
export IMPL_slew_limit_headroom=0.942
export IMPL_hold_path_class="input port to primary output"
export IMPL_slew_viol_final=0
export IMPL_die_area_sq_mm=0.00656
export IMPL_max_clock_freq_mhz=848
export IMPL_regArea_sq_um=0
export IMPL_clockBufferCount=0
export IMPL_flops=0
export IMPL_rsz0062_at_grt="true"
export IMPL_routed_via_density=3.82
export IMPL_swShare=0.220
export IMPL_critical_path_buf_inv_count=4
export IMPL_core_sq_mm=0.00363
export IMPL_combPwrFrac=1.000
export IMPL_rows=22
export IMPL_final_hold_viol_count=0
export IMPL_final_common_cell="dlygate4sd2_1"
export IMPL_dp_hpwl_microns=2500
export IMPL_met2_length_microns=1450
export IMPL_die_y_microns=81
export IMPL_avgSynthCellArea_sq_um=15.1
export IMPL_io_pins=97
export IMPL_status="finished, violations left"
export IMPL_port_buffer_count=97
export IMPL_place_congestion=0.832
export IMPL_grt_pass1_wl_microns=4140
export IMPL_crit_type="input port to primary output"
export IMPL_arrival_ns=0.98
export IMPL_initial_core_util=0.150
export IMPL_syn_to_final_growth_pct=192
export IMPL_routedWlPerCell_microns=15.4
export IMPL_wl_met1_microns=1080
export IMPL_clkPwrFrac=0
export IMPL_min_period_over_period=1.18
export IMPL_ys_chip_area_sq_um=544
export IMPL_syn_inst=36
export IMPL_crit_path_cell_trace="buf_12 -> buf_12 -> buf_12 -> mux2_4 -> buf_6"
export IMPL_finalSetupViolCount=32
export IMPL_drtIter0Drc=2
export IMPL_period_needed_ns=1.18
export IMPL_path_max_fanout=6
export IMPL_area_leaders="mux2_4, buf_12, mux2_2"
export IMPL_syn_area_sq_um=544
export IMPL_n_antenna_cell=0
export IMPL_ys_seq_frac=0
export IMPL_drt_wl_total_microns=2880
export IMPL_instances_no_fill=187
export IMPL_drive_gt1_frac=0.540
export IMPL_finalSetupTns_ns=-3.30
export IMPL_crit_path_end_kind="primary output"
export IMPL_dpl_cell_count=179
export IMPL_ys_warnings_count=1
export IMPL_intPower_mw=0.487
export IMPL_cap_violations=0
export IMPL_peakVddDrop_v=0.000169
export IMPL_ctsHoldBuffers=0
export IMPL_p_leak_nw=0.872
export IMPL_path_delay_family="buffers and inverters"
export IMPL_crit_path_start_kind="input port"
export IMPL_grt_start_max_net_pins=11
export IMPL_path_common_cell="buf_12"
export IMPL_ys_cells=36
export IMPL_vias=715
export IMPL_cp_required_ns=0.80
export IMPL_grt_pass1_vias=764
export IMPL_firstDrtPassIters=2
export IMPL_p_sw_mw=0.137
export IMPL_layout_top_cells="dlygate4sd2_1, mux2_4, buf_6, buf_2, clkdlybuf4s50_1"
export IMPL_worst_pin_slew_ns=0.0870
export IMPL_seq_power_share=0
export IMPL_postRouteAntennaNets=0
## layout make-up
class,count,area (sq um)
Fill cell,357,2040
Timing Repair Buffer,107,1050
Multi-Input combinational cell,32,477
Tap cell,48,60.1
## synth_stat cells, drive strengths merged
| cell | n |
|---|---|
| mux2 | 32 |
| buf | 4 |
## path summary, 6_finish.rpt
check	slack, ns	cells past startpoint	endpoint	from
min	0.69	3	R[29]	B[29]
max	-0.18	5	R[4]	SEL
## cell families after synthesis
family,count (synthesis),share of synthesized area
buffers and inverters,4,0.131
muxes,32,0.869
## layer usage
layer,vias up,track usage
met4,0,0
met2,50,0.143
met1,320,0.0903
li1,345,-
met5,-,0
met3,0,0.0278
## timing repair
action                                  4_1_cts  5_1_grt
pin swaps                                     0        0
endpoints found under the setup margin       32       32
resized                                     171       10
buffers inserted                              5        1
cloned                                        2        0
## through the flow
step                utilization  instance area, sq um  power (mW)  setup WS, ns  hold slack (ns)
floorplan                     -                   544       0.206        0.0669            0.498
global placement          0.424                  1540       0.656        -0.504             1.17
detailed placement        0.424                  1540       0.661        -0.512             1.19
CTS                       0.423                  1540       0.614        -0.181            0.751
global route              0.438                  1590       0.666        -0.196            0.717
finish                    0.438                  1590       0.624        -0.179            0.691
## power by group through the flow
| stage | clock network [mW] | registers, mW | logic (mW) |
|---|---|---|---|
| after CTS | 0 | 0 | 0.614 |
| after global routing | 0 | 0 | 0.666 |
| final | 0 | 0 | 0.624 |
Power figures rest on the tool's default switching activity, not on a simulated workload.
